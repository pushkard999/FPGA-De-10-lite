===== run.sh =====
#!/bin/bash
# OpenROAD 26Q1-2900-gdf79404cd8, Yosys 0.63+post, stock flow scripts
make -C /OpenROAD-flow-scripts/flow DESIGN_CONFIG=/design/flow/config.mk WORK_HOME=/design/flow/orfs finish

===== config.mk =====
export PLATFORM = sky130hd
export DESIGN_NAME = keypad_if_else
export DESIGN_NICKNAME = keypad_if_else
export VERILOG_FILES = /design/flow/design.v
export SDC_FILE = /design/flow/constraint.sdc
export NUM_CORES = 4
export LEC_CHECK = 1
export CORE_UTILIZATION = 30

===== constraint.sdc =====
current_design keypad_if_else

set clk_period 13.1
set clk_io_pct 0.2

create_clock -name clk0 -period $clk_period [get_ports {clk}]

set non_clock_inputs [all_inputs -no_clocks]
set_input_delay [expr $clk_period * $clk_io_pct] -clock clk0 $non_clock_inputs
set_output_delay [expr $clk_period * $clk_io_pct] -clock clk0 [all_outputs]

===== design.v =====
`timescale 1ns / 1ps
module keypad_if_else(
	 sw1_num1,		 
	 sw2_num2,		 
	 sw1,				 
	 sw2,				 
	 sw3,				 
	 sw4,				 
    clk,
    Row,
    Col,
    DecodeOut,
	 out_7seg
    );
   input clk;						 
   input [3:0] Row;				 
   output reg [3:0] Col;			 
   output reg [3:0] DecodeOut;	 
	reg [7:0]out_7seg1;
	output reg [31:0] out_7seg;
	reg [19:0] sclk;				 
	input sw1;
	input sw2;
	input sw3;
	input sw4;
	input sw1_num1;
	input sw2_num2;
	reg [7:0] temp1;
	reg [7:0] temp2;
	reg [7:0] temp3;
	reg [7:0] temp4;
	reg [15:0] num1;	 
	reg [15:0] num2;	 
	reg [3:0] temp1_DecodeOut;	 
	reg [3:0] temp2_DecodeOut;	 
	reg [3:0] temp3_DecodeOut;	 
	reg [3:0] temp4_DecodeOut;	 
	always @(posedge clk) 
	begin
		if (sclk == 20'b00011000011010100000) 	 
			begin	
				Col <= 4'b0111;				 
				sclk <= sclk + 1'b1;
			end
		else if(sclk == 20'b00011000011010101000) 	 
			begin
				if (Row == 4'b0111) 				 
				begin
					DecodeOut <= 4'b0001;		 
					out_7seg1 <= ~(8'b00000110);
				end
				else if(Row == 4'b1011) 		 
					begin
						DecodeOut <= 4'b0100; 	 
						out_7seg1 <= ~(8'b01100110);
					end
				else if(Row == 4'b1101) 		 
					begin
						DecodeOut <= 4'b0111; 	 
						out_7seg1 <= ~(8'b00000111);		
					end
				else if(Row == 4'b1110)			 
					begin
						DecodeOut <= 4'b1111; 	 
						out_7seg1 <= ~(8'b01110001);	
					end
				sclk <= sclk + 1'b1;
			end
		else if(sclk == 20'b00110000110101000000) 	 
		begin
			Col<= 4'b1011;		 
			sclk <= sclk + 1'b1;
		end
			else if(sclk == 20'b00110000110101001000) 		 
			begin
				if (Row == 4'b0111) 				 
				begin
					DecodeOut <= 4'b0010; 		 
					out_7seg1 <= ~(8'b1011011);
				end
				else if(Row == 4'b1011) 		 
				begin
					DecodeOut <= 4'b0101; 		 
					out_7seg1 <= ~(8'b01101101);
				end
				else if(Row == 4'b1101) 		 
				begin
					DecodeOut <= 4'b1000; 		 
					out_7seg1 <= ~(8'b01111111);
				end
				else if(Row == 4'b1110) 		 
				begin
					DecodeOut <= 4'b0000; 		 
					out_7seg1 <= ~(8'b00111111);
				end
				sclk <= sclk + 1'b1;
			end
		else if(sclk == 20'b01001001001111100000) 	 
		begin
			Col<= 4'b1101;						 
			sclk <= sclk + 1'b1;
		end
			else if(sclk == 20'b01001001001111101000) 	 
			begin
				if(Row == 4'b0111) 				 
				begin
					DecodeOut <= 4'b0011; 		 
					out_7seg1 <= ~(8'b01001111);
				end
				else if(Row == 4'b1011) 		 
				begin
					DecodeOut <= 4'b0110; 		 
					out_7seg1 <= ~(8'b01111101);
				end
				else if(Row == 4'b1101) 		 
				begin
					DecodeOut <= 4'b1001; 		 
					out_7seg1 <= ~(8'b01101111);
				end
				else if(Row == 4'b1110)			 
				begin
					DecodeOut <= 4'b1110; 		 
					out_7seg1 <= ~(8'b10011110);
				end
				sclk <= sclk + 1'b1;
			end
		else if(sclk == 20'b01100001101010000000) 	 
		begin
			Col<= 4'b1110;						 
			sclk <= sclk + 1'b1;
		end
			else if(sclk == 20'b01100001101010001000) 	 
			begin
				if(Row == 4'b0111) 				 
				begin
					DecodeOut <= 4'b1010; 		 
					out_7seg1 <= ~(8'b01110111);
				end
				else if(Row == 4'b1011) 		 
				begin
					DecodeOut <= 4'b1011; 		 
					out_7seg1 <= ~(8'b01111100);
				end
				else if(Row == 4'b1101) 		 
				begin
					DecodeOut <= 4'b1100; 		 
					out_7seg1 <= ~(8'b00111001);
				end
				else if(Row == 4'b1110)			 
				begin
					DecodeOut <= 4'b1101; 		 
					out_7seg1 <= ~(8'b01011110);
				end
				sclk <= 20'b00000000000000000000;
			end
			else if(sw1_num1 == 1'b1)		 
			begin
			   if(sw1 == 1'b1)				 
					begin
						temp1 <= out_7seg1;
						out_7seg <= {8'b11111111, 8'b11111111, 8'b11111111, temp1};
						temp1_DecodeOut <= DecodeOut;	
					end
				else if(sw2 == 1'b1)			 
					begin
						temp2 <= out_7seg1;
						out_7seg <= {8'b11111111, 8'b11111111, temp2, temp1};
						temp2_DecodeOut <= DecodeOut;
					end
				else if(sw3 == 1'b1)		 
					begin
						temp3 <= out_7seg1;
						out_7seg <= {8'b11111111, temp3, temp2, temp1};
						temp3_DecodeOut <= DecodeOut;
					end
				else if(sw4 == 1'b1)		 
					begin
						temp4 <= out_7seg1;
						out_7seg <= {temp4, temp3, temp2, temp1};
						temp4_DecodeOut <= DecodeOut;
						num1 <= {temp4_DecodeOut, temp3_DecodeOut, temp2_DecodeOut, temp1_DecodeOut};		 
					end
				end
			else if(sw2_num2 == 1'b1)	 
			begin
			   if(sw1 == 1'b1)
					begin
						temp1 <= out_7seg1;
						out_7seg <= {8'b11111111, 8'b11111111, 8'b11111111, temp1};
						temp1_DecodeOut <= DecodeOut;
					end
				else if(sw2 == 1'b1)
					begin
						temp2 <= out_7seg1;
						out_7seg <= {8'b11111111, 8'b11111111, temp2, temp1};
						temp2_DecodeOut <= DecodeOut;
					end
				else if(sw3 == 1'b1)
					begin
						temp3 <= out_7seg1;
						out_7seg <= {8'b11111111, temp3, temp2, temp1};
						temp3_DecodeOut <= DecodeOut;
					end
				else if(sw4 == 1'b1)
					begin
						temp4 <= out_7seg1;
						out_7seg <= {temp4, temp3, temp2, temp1};
						temp4_DecodeOut <= DecodeOut;
						num2 <= {temp4_DecodeOut, temp3_DecodeOut, temp2_DecodeOut, temp1_DecodeOut};
					end
				end
			else begin		 
				sclk <= sclk + 1'b1;
			end			
	end
endmodule 

==> summary.log <==
qor: clock_tree.ctsLongestPathBuffers 2
qor: power.power.density_cell_area 120 nW/um^2
qor: yosys.ff_type edfxtp_1
qor: global_routing.grtUsageMet3 0.0346
qor: yosys.synthesis.area 4510 um^2
qor: status.result_of_the_run finished, final reports clean
qor: worst_setup_path.crit_path_top_delay_cell clkdlybuf4s50_1
qor: yosys.post-synth-top-area-cell edfxtp_1
qor: yosys.tally_of_yosys_warning_messages 1
qor: job.max_cap_viol_count 0
qor: clock_tree.clock_sinks 100
qor: power.power_leakage 1.90 nW
qor: yosys.synthDistinctLibCells 62
qor: route.detail-route-antenna-nets 0
qor: global_routing.first_global_vias 2,804
qor: finish.layout_cell_share_with_drive_strength_beyond_1 0.0940
qor: floorplan.chip_area 15,500 um^2
qor: worst_setup_path.timing.critical_path.arrival 4.90 ns
qor: yosys.synthArstFlopShare 0
qor: worst_setup_path.timing.critical_path.from_type input port
qor: route.drt-initial-drc-count 243
qor: global_routing.globalRouteMet2Util 0.190
qor: place.gp_congestion 0.859
qor: clock_tree.ctsResizeCount 0
qor: job.openroad.warnings 26
qor: route.detail_route.antenna_diodes 0
qor: final_timing.finalClockPeriodUsage 0.367
qor: route.finalWirelength 8.71 mm
qor: clock_tree.cts_buffers 9
qor: global_routing.met1_usage_grt 0.173
qor: clock_tree.cts_tree done
qor: place.io_buffer_count 50
qor: yosys.synth_area_per_cell 12.8 um^2
qor: floorplan.core_area 14,600 um^2
qor: clock_tree.path_clk_slew 0.06 ns
qor: final_timing.final.hold.worst_slack 0.473 ns
qor: global_routing.top_usage_layer met2
qor: worst_setup_path.setup.worst_path.class input port to flip-flop
qor: final_timing.finalHoldViolCount 0
qor: min_path.hold_crit_path_type flip-flop to flip-flop
qor: clock_tree.clkLatencyLatePin 0.33 ns
qor: worst_setup_path.cp_num_buf_inv 2
qor: final_timing.setup_total_negative_slack 0 ns
qor: clock_tree.htreeDepth 3
qor: final_timing.grt_setup_unrepaired no
qor: worst_setup_path.path_cells clkdlybuf4s50_1, or2_2, nor3_1, nor3_1, buf_4
qor: final_timing.worstMarginPinSlew 1.02 ns
qor: floorplan.die.size.y 125 um
qor: finish.layout.cells.most_common_list edfxtp_1 (96), nand2_1 (53), clkdlybuf4s50_1 (50)
qor: global_routing.antenna_found_initial 0
qor: yosys.enable_flop_cells 96
qor: place.detail_placement_hpwl 6.33 mm
qor: yosys.yosys_synthesis_chip_area 4510 um^2
qor: yosys.synth.yosys.seq_area_share 0.657
qor: final_timing.period_needed 4.81 ns
qor: global_routing.pin_count_of_the_biggest_net_entering_global_routing 25
qor: clock_tree.cts-root-buf clkbuf_16
qor: floorplan.dieWidth 125 um
qor: global_routing.grt-ovfl-total 0
qor: route.vias 2,864
qor: worst_setup_path.endpoint_kind flip-flop
qor: floorplan.design.portCount 51
qor: finish.layout_top_cell_excl_fill_tap edfxtp_1
qor: yosys.top_cells_by_area edfxtp_1 (64%), nand2_1 (4.4%), nand3_1 (3.6%)
qor: clock_tree.post_cts.repair.setup_buffers 0
qor: worst_setup_path.timing.critical_path.mode_cell nor3_1
qor: route.routed_wire_length_per_instance 14.5 um
qor: final_timing.final-setup-viol-count 0
qor: floorplan.floorplan.rows 44
qor: worst_setup_path.timing.critical_path.slowest_cell_delay 0.71 ns
qor: clock_tree.total_of_hold_buffers_inserted_after_clock_tree_synthesis 0
qor: route.route.detailed.drc 0
qor: final_timing.worst_slew_margin_rel 0.317
qor: final_timing.fin_skew 0.00716 ns
qor: final_timing.max_clock_freq 0.208 GHz
qor: finish.area_growth 22.9%
qor: yosys.synthDominantCellAreaShare 0.639
qor: worst_setup_path.critPathTopFamily simple AND/OR/NAND/NOR gates
qor: route.drtPass1Iterations 4
qor: worst_setup_path.crit_fanout 18
qor: worst_setup_path.required 13.19 ns
qor: yosys.postSynthCellCount 353
qor: route.via_per_inst 4.78
qor: final_timing.final-max-slew-violation-count 0
qor: global_routing.first_pass_grt_wire_length 14.2 mm
qor: global_routing.grt_util_all_layers 0.118
qor: floorplan.core_util_floorplan 0.309
qor: power.vdd_ir_drop_max 0.0000685 V
qor: yosys.yosys_cells 353
qor: yosys.synth.ff_latch_count 100
==> worst paths after layout <==
kind / startpoint / slack [ns] / endpoint / cells after the start
max: sw4 / 8.29 / out_7seg[2] / 5
min: Col[0] / 0.47 / Col[0] / 2
max reg2reg: sclk[18] / 10.02 / temp4[0] / 5
min reg2reg: Col[0] / 0.47 / Col[0] / 2
==> stage by stage <==
stage | worst slack, ns | util | instance area, um^2 | instances | total power, mW
final | 8.29 | 0.380 | 5540 | 599 | 0.666
after global routing | 8.09 | 0.380 | 5540 | 599 | 0.690
after CTS | 8.30 | 0.380 | 5540 | 599 | 0.673
after detailed placement | 7.94 | 0.360 | 5250 | 584 | 0.411
after global placement | 7.97 | 0.360 | 5250 | 584 | 0.411
after floorplan | 8.74 | - | 4510 | 353 | 0.391
==> report_power, final <==
part           internal (mW)  leakage, nW  total (mW)  switching [mW]
combinational         0.0194        0.845      0.0376          0.0182
sequential             0.360        0.910       0.366         0.00639
clock                  0.149        0.144       0.262           0.113
total                  0.528         1.90       0.666           0.137
==> worst register-to-register path, cell delays in order, from the launching register on <==
cell,delay [ns]
edfxtp_1,0.52
and4bb_2,0.30
and4_1,0.22
o21ai_0,0.39
o2111ai_2,0.36
nor3_1,0.91
==> cell type report <==
cell class	count	area, um^2
clock buffer	9	225
tap	184	230
timing repair buffer	58	561
fill	1348	9050
sequential	100	2960
inverter	5	18.8
multi-input combinational	237	1470
clock inverter	6	71.3
==> cells by family (layout without fill, tap and decap cells) <==
group / after synthesis / count (layout) / share of synthesized area
AND-OR/OR-AND: 36 / 36 / 0.0566
XOR/XNOR: 17 / 17 / 0.0330
adder cells (fa/ha/maj): 2 / 2 / 0.00555
buffers and inverters: 16 / 78 / 0.0169
flip-flops: 100 / 100 / 0.657
multiplexers: 8 / 8 / 0.0178
AND/OR/NAND/NOR: 174 / 174 / 0.213
==> synth_stat cells (2+ instances only) <==
cell type and count:
nor2_1 23, xnor2_1 8, or2_2 2, edfxtp_1 96, buf_2 3, o21ai_0 13, and3_1 6, nor4_4 2
nand3_1 32, o2111ai_1 2, nor3b_1 4, or4b_4 2, nor4_1 3, xor2_1 9, a31oi_1 3, nand4_1 4
inv_1 4, and2_2 2, ha_1 2, nor3_1 11, nand2_1 53, clkbuf_1 4, o211ai_1 4, nand4b_1 4
nor2b_1 9, dfxtp_1 4, mux2i_1 8, and2_1 2
==> state kept, by name, summed over array words and instances (netlist names) <==
register and flops:
Col 4, DecodeOut 4, out_7seg 32, out_7seg1 8, sclk 20, temp1 8, temp2 8, temp3 8
temp4 8
==> routing by layer <==
metal,vias up,share of wire
met1,1338,0.46
li1,1447,-
met5,-,0
met2,75,0.49
met4,0,0.0061
met3,4,0.050
Power is estimated from default activity; no workload was simulated.
