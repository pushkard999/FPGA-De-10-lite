==> flow/design.v <==
`timescale 1ns / 1ps
module keypad_nandland(
    clk,
    Row,
    Col,
    DecodeOut,
	 out_7seg
    );
    input clk;						 
    input [3:0] Row;				 
    output [3:0] Col;			 
    output [3:0] DecodeOut;	 
	 output reg [15:0]out_7seg;
	reg [3:0] Col;
	reg [3:0] DecodeOut;
	reg [19:0] sclk;
	always @(posedge clk) begin
			if (sclk == 20'b00011000011010100000) begin
				Col <= 4'b0111;
				sclk <= sclk + 1'b1;
			end
			else if(sclk == 20'b00011000011010101000) begin
				if (Row == 4'b0111) begin
					DecodeOut <= 4'b0001;		 
					out_7seg = ~(16'b00000000_00000110);
				end
				else if(Row == 4'b1011) begin
					DecodeOut <= 4'b0100; 		 
					out_7seg = ~(16'b11111111_00000000);
				end
				else if(Row == 4'b1101) begin
					DecodeOut <= 4'b0111; 		 
				end
				else if(Row == 4'b1110) begin
					DecodeOut <= 4'b0000; 		 
				end
				sclk <= sclk + 1'b1;
			end
			else if(sclk == 20'b00110000110101000000) begin
				Col<= 4'b1011;
				sclk <= sclk + 1'b1;
			end
			else if(sclk == 20'b00110000110101001000) begin
				if (Row == 4'b0111) begin
					DecodeOut <= 4'b0010; 		 
					out_7seg = ~(16'b00000000_11111111);
				end
				else if(Row == 4'b1011) begin
					DecodeOut <= 4'b0101; 		 
				end
				else if(Row == 4'b1101) begin
					DecodeOut <= 4'b1000; 		 
				end
				else if(Row == 4'b1110) begin
					DecodeOut <= 4'b1111; 		 
				end
				sclk <= sclk + 1'b1;
			end
			else if(sclk == 20'b01001001001111100000) begin
				Col<= 4'b1101;
				sclk <= sclk + 1'b1;
			end
			else if(sclk == 20'b01001001001111101000) begin
				if(Row == 4'b0111) begin
					DecodeOut <= 4'b0011; 		 
				end
				else if(Row == 4'b1011) begin
					DecodeOut <= 4'b0110; 		 
				end
				else if(Row == 4'b1101) begin
					DecodeOut <= 4'b1001; 		 
				end
				else if(Row == 4'b1110) begin
					DecodeOut <= 4'b1110; 		 
				end
				sclk <= sclk + 1'b1;
			end
			else if(sclk == 20'b01100001101010000000) begin
				Col<= 4'b1110;
				sclk <= sclk + 1'b1;
			end
			else if(sclk == 20'b01100001101010001000) begin
				if(Row == 4'b0111) begin
					DecodeOut <= 4'b1010;  
				end
				else if(Row == 4'b1011) begin
					DecodeOut <= 4'b1011;  
				end
				else if(Row == 4'b1101) begin
					DecodeOut <= 4'b1100;  
				end
				else if(Row == 4'b1110) begin
					DecodeOut <= 4'b1101;  
				end
				sclk <= 20'b00000000000000000000;
			end
			else begin
				sclk <= sclk + 1'b1;
			end
	end
endmodule 
==> flow/run.sh <==
#!/bin/bash
# OpenROAD 26Q1-2900-gdf79404cd8, Yosys 0.63+post, stock flow scripts
make -C /OpenROAD-flow-scripts/flow DESIGN_CONFIG=/design/flow/config.mk WORK_HOME=/design/flow/orfs finish
==> flow/config.mk <==
export PLATFORM = sky130hd
export DESIGN_NAME = keypad_nandland
export DESIGN_NICKNAME = keypad_nandland
export VERILOG_FILES = /design/flow/design.v
export SDC_FILE = /design/flow/constraint.sdc
export NUM_CORES = 4
export LEC_CHECK = 1
export CORE_AREA = 10 10 112 112
export DIE_AREA = 0 0 122 122
==> flow/constraint.sdc <==
current_design keypad_nandland

set clk_period 3.2
set clk_io_pct 0.2

create_clock -name clk0 -period $clk_period [get_ports {clk}]

set non_clock_inputs [all_inputs -no_clocks]
set_input_delay [expr $clk_period * $clk_io_pct] -clock clk0 $non_clock_inputs
set_output_delay [expr $clk_period * $clk_io_pct] -clock clk0 [all_outputs]
==> flow_summary.yaml <==
# flow metrics
logic_synthesis:
  yosys.area.top_type: "dfxtp_1"
  syn_inst: 199
  synth_seq_share: 0.392
  edf_count: 7
  yosysTopAreaCellShare: 0.273
  ys_chip_area_um2: 1760
  ys_cells: 199
  ys_sh_xor: 0.0995
  top_logic_kind: "simple AND/OR/NAND/NOR gates"
  avgSynthCellArea_um2: 8.85
  ys_sh_mux: 0.0114
  async_flop_share: 0
  yosysWarnings: 1
  simple_gate_share: 0.303
  ys_seq_elements: 31
  yosys.area_share.adder: 0.0142
  top_cells_by_area: "dfxtp_1, edfxtp_1, buf_4, xnor2_1, xor2_1"
  ys_sh_aoi: 0.0881
  syn_area_um2: 1760
  yosysUniqueCellTypes: 45
  flop_cell: "dfxtp_1"
grt:
  grt_pass1_vias: 1351
  grt_max_degree: 11
  grt_pass1_wl_um: 6330
  grt_overflow: 0
  antenna_found_initial: 0
  grt_usage: 0.0508
final_layout:
  final_util: 0.215
  syn_to_final_growth_pct: 24.9
  combGateArea_um2: 908
  mostFrequentLayoutCells: "clkdlybuf4s50_1, dfxtp_1, nor2_1"
  nFillCells: 1075
  drive_gt1_frac: 0.0981
  finalNonFillerCells: 350
  design_area_um2: 2200
  layout_top_cell: "clkdlybuf4s50_1"
  flop_area_um2: 691
pwr:
  p_per_area_nw_per_um2: 356
  irDropWorstVdd_uv: 170
  leakagePower_nw: 0.752
  power.total_uw: 783
cts:
  cts.sinks: 31
  clk_latency_ns: 0.28
  cts.clk_slew.worst_paths_ns: 0.07
  root_buffer: "clkbuf_8"
  htree_levels: 2
  cts_buffers: 5
  cts_setup_buffers: 0
  tritoncts: "built"
  cts_buffer_depth: 2
  cts.repair.resized: 0
  ctsHoldBuffers: 0
floorplanning:
  fp_util: 0.172
  die-width_um: 122
  fp-row-count: 37
  die_h_um: 122
  chipArea_um2: 14900
  core_area_um2: 10200
  pin_count: 29
setup_path:
  required_ns: 3.12
  worstReg2RegStart: "sclk[4]"
  start_kind: "register"
  r2r_end: "out_7seg[7]"
  r2r_setup_slack_ns: 0.45
  rr_worst_depth: 6
  critical_path_arrival_ns: 2.67
  path_class: "reg -> reg"
  crit_fanout: 9
  end_kind: "register"
route:
  drtIter0Drc: 79
  routedWlPerCell_um: 10.7
  drc_errors: 0
  via_count: 1415
  drt_first_pass_iters: 4
  drt-total-wl_um: 3760
  top_layer_used: "met4"
  via_per_inst: 4.04
  drt-met1-wl_um: 1800
  n_antenna_cell: 0
  routed-wl-met2_um: 1540
  dr_wl_met3_um: 390
  antenna_left: 0
final_timing:
  fmax_ghz: 0.364
  setup_ws_ns: 0.453
  rsz0062_at_grt: "no"
  relSlewSlack: 0.656
  hold_viol: 0
  hold_slack_ns: 0.468
  finClkSkew_ns: 0.00512
  fin_crit_sh: 0.858
  fin_setup_tns_ns: 0
  slew_viol_final: 0
  period_needed_ns: 2.75
  tightest_slew_ns: 0.511
  setup_violations: 0
min_path:
  worstHoldStart: "Col[0]"
  worstHoldPathCells: 2
  hold_class: "reg -> reg"
  whs_endpoint: "Col[0]"
placement:
  portBuffers: 28
  dp.cells: 342
  place_ws_ns: 0.514
  gp_congestion: 0.815
  place_area_um2: 2090
  dp.final_hpwl_um: 2850
job:
  openroad.warnings: 26
  max_cap_viol_count: 0
run_status:
  status: "complete, no violations"
## worst max path at each step
stage,startpoint,end,slack [ns],cells past startpoint
CTS,sclk[4],out_7seg[7],0.46,6
global route,sclk[4],out_7seg[7],0.24,6
finish,sclk[4],out_7seg[7],0.45,6
## critical path, cell delays in order (launching register included)
cell and delay, ns:
dfxtp_1 0.35, or4b_4 0.56, nor4_2 0.47, nand2_1 0.21, clkinv_1 0.20, o21ai_0 0.12
a221oi_1 0.49
## cell type report
type / count / share of cell area
clock buffer: 7 / 0.0489
tap: 136 / 0.0774
clock inverter: 1 / 0.00228
sequential: 31 / 0.314
inverter: 8 / 0.0137
multi-input combinational: 138 / 0.413
timing repair buffer: 29 / 0.131
## registers in the layout, indices dropped and copies added, names as in the netlist
name and count:
DecodeOut 4, out_7seg 3, Col 4, sclk 20
## cell usage after synthesis (2+ instances only)
cell and instances:
and3_1 2, inv_1 7, ha_1 2, or3b_2 2
or4_1 3, nand4bb_1 4, dfxtp_1 24, nand3_1 13
o31ai_1 2, edfxtp_1 7, buf_4 13, xnor2_1 10
and3b_1 2, nand4_1 3, nand4b_1 2, xor2_1 10
mux2i_1 2, nand3b_1 2, o22ai_1 2, a221oi_1 2
or2_2 5, a21oi_1 3, nor4_1 5, o21ai_0 4
nor2_1 21, nand2_1 17, clkbuf_1 9, and4_1 2
and2_1 3
## cell families after synthesis
logic type	after synthesis
simple gates	92
flops	31
mux	2
compound gates	22
fa+ha+maj	2
xor+xnor	20
buf+inv	30
## report_power, final
part	switching [mW]	total (mW)	internal [mW]	leakage, nW
Combinational	0.0124	0.0234	0.0110	0.435
Clock	0.140	0.361	0.220	0.0594
Sequential	0	0.399	0.399	0.258
## layer usage
layer	global-route usage	up-vias
met2	0.0781	48
met5	0	-
met3	0.0183	4
met4	0.00894	0
li1	-	717
met1	0.0681	646
Power and IR drop assume default switching activity.
