--- config.mk ---
export PLATFORM = sky130hd
export DESIGN_NAME = integrate
export DESIGN_NICKNAME = integrate
export VERILOG_FILES = /design/flow/design.v
export SDC_FILE = /design/flow/constraint.sdc
export NUM_CORES = 4
export LEC_CHECK = 1
export CORE_UTILIZATION = 50
--- constraint.sdc ---
current_design integrate

set clk_period 7.9
set clk_io_pct 0.2

create_clock -name clk0 -period $clk_period [get_ports {clk}]

set non_clock_inputs [all_inputs -no_clocks]
set_input_delay [expr $clk_period * $clk_io_pct] -clock clk0 $non_clock_inputs
set_output_delay [expr $clk_period * $clk_io_pct] -clock clk0 [all_outputs]
--- design.v ---
`timescale 1ns / 1ps
module integrate(
	 sw1_num1,		 
	 sw2_num2,		 
	 sw1,				 
	 sw2,				 
	 sw3,				 
	 sw4,				 
    clk,
    Row,
    Col,
    DecodeOut,
	 out_7seg,
	 sw_temp1,
	 sw_temp2,
	 sw_temp3
    );
	input sw_temp1;
	input sw_temp2;
	input sw_temp3;
	 reg S1;
	 reg S2;
	 reg [4:0] E1;
	 reg [4:0] E2;
	 reg [9:0] F1;
	 reg [9:0] F2;
    reg [25:0]temp_fraction;  
    reg[2:0] rounding_action;
    reg [9:0]final_fraction; 
    reg [4:0]temp_exponent_sum,temp_Exponent_Sum_Final; 
    reg signed [4:0] exponent_count;  
    reg [10:0]temp_F1, temp_F2;
    reg S;  
	  reg [15:0] mult_result;	 
	 reg [3:0] temp_result1;	 
	reg [3:0] temp_result2;
	reg [3:0] temp_result3;
	reg [3:0] temp_result4;
	reg [7:0] out_7seg2;
	reg [7:0] out_7seg3;
	reg [7:0] out_7seg4;
   input clk;						 
   input [3:0] Row;				 
   output reg [3:0] Col;			 
   output reg [3:0] DecodeOut;	 
	reg [7:0]out_7seg1;
	output reg [31:0] out_7seg;
	reg [19:0] sclk;				 
	input sw1;
	input sw2;
	input sw3;
	input sw4;
	input sw1_num1;
	input sw2_num2;
	reg [7:0] temp1;
	reg [7:0] temp2;
	reg [7:0] temp3;
	reg [7:0] temp4;
	reg [15:0] num_1;	 
	reg [15:0] num_2;	 
	reg [3:0] temp1_DecodeOut;	 
	reg [3:0] temp2_DecodeOut;	 
	reg [3:0] temp3_DecodeOut;	 
	reg [3:0] temp4_DecodeOut;	 
	always @(posedge clk) 
	begin
	if(sw_temp1 == 1'b1)begin
		if (sclk == 20'b00011000011010100000) 	 
			begin	
				Col <= 4'b0111;				 
				sclk <= sclk + 1'b1;
			end
		else if(sclk == 20'b00011000011010101000) 	 
			begin
				if (Row == 4'b0111) 				 
				begin
					DecodeOut <= 4'b0001;		 
					out_7seg1 <= ~(8'b00000110);
				end
				else if(Row == 4'b1011) 		 
					begin
						DecodeOut <= 4'b0100; 	 
						out_7seg1 <= ~(8'b01100110);
					end
				else if(Row == 4'b1101) 		 
					begin
						DecodeOut <= 4'b0111; 	 
						out_7seg1 <= ~(8'b00000111);		
					end
				else if(Row == 4'b1110)			 
					begin
						DecodeOut <= 4'b1111; 	 
						out_7seg1 <= ~(8'b01110001);	
					end
				sclk <= sclk + 1'b1;
			end
		else if(sclk == 20'b00110000110101000000) 	 
		begin
			Col<= 4'b1011;		 
			sclk <= sclk + 1'b1;
		end
			else if(sclk == 20'b00110000110101001000) 		 
			begin
				if (Row == 4'b0111) 				 
				begin
					DecodeOut <= 4'b0010; 		 
					out_7seg1 <= ~(8'b1011011);
				end
				else if(Row == 4'b1011) 		 
				begin
					DecodeOut <= 4'b0101; 		 
					out_7seg1 <= ~(8'b01101101);
				end
				else if(Row == 4'b1101) 		 
				begin
					DecodeOut <= 4'b1000; 		 
					out_7seg1 <= ~(8'b01111111);
				end
				else if(Row == 4'b1110) 		 
				begin
					DecodeOut <= 4'b0000; 		 
					out_7seg1 <= ~(8'b00111111);
				end
				sclk <= sclk + 1'b1;
			end
		else if(sclk == 20'b01001001001111100000) 	 
		begin
			Col<= 4'b1101;						 
			sclk <= sclk + 1'b1;
		end
			else if(sclk == 20'b01001001001111101000) 	 
			begin
				if(Row == 4'b0111) 				 
				begin
					DecodeOut <= 4'b0011; 		 
					out_7seg1 <= ~(8'b01001111);
				end
				else if(Row == 4'b1011) 		 
				begin
					DecodeOut <= 4'b0110; 		 
					out_7seg1 <= ~(8'b01111101);
				end
				else if(Row == 4'b1101) 		 
				begin
					DecodeOut <= 4'b1001; 		 
					out_7seg1 <= ~(8'b01101111);
				end
				else if(Row == 4'b1110)			 
				begin
					DecodeOut <= 4'b1110; 		 
					out_7seg1 <= ~(8'b01111001);
				end
				sclk <= sclk + 1'b1;
			end
		else if(sclk == 20'b01100001101010000000) 	 
		begin
			Col<= 4'b1110;						 
			sclk <= sclk + 1'b1;
		end
			else if(sclk == 20'b01100001101010001000) 	 
			begin
				if(Row == 4'b0111) 				 
				begin
					DecodeOut <= 4'b1010; 		 
					out_7seg1 <= ~(8'b01110111);
				end
				else if(Row == 4'b1011) 		 
				begin
					DecodeOut <= 4'b1011; 		 
					out_7seg1 <= ~(8'b01111100);
				end
				else if(Row == 4'b1101) 		 
				begin
					DecodeOut <= 4'b1100; 		 
					out_7seg1 <= ~(8'b00111001);
				end
				else if(Row == 4'b1110)			 
				begin
					DecodeOut <= 4'b1101; 		 
					out_7seg1 <= ~(8'b01011110);
				end
				sclk <= 20'b00000000000000000000;
			end
			else if(sw1_num1 == 1'b1)		 
			begin
			   if(sw1 == 1'b1)				 
					begin
						temp1 <= out_7seg1;
						out_7seg <= {8'b11111111, 8'b11111111, 8'b11111111, temp1};
						temp1_DecodeOut <= DecodeOut;	
					end
				else if(sw2 == 1'b1)			 
					begin
						temp2 <= out_7seg1;
						out_7seg <= {8'b11111111, 8'b11111111, temp2, temp1};
						temp2_DecodeOut <= DecodeOut;
					end
				else if(sw3 == 1'b1)		 
					begin
						temp3 <= out_7seg1;
						out_7seg <= {8'b11111111, temp3, temp2, temp1};
						temp3_DecodeOut <= DecodeOut;
					end
				else if(sw4 == 1'b1)		 
					begin
						temp4 <= out_7seg1;
						out_7seg <= {temp4, temp3, temp2, temp1};
						temp4_DecodeOut <= DecodeOut;
						num_1 <= {temp4_DecodeOut, temp3_DecodeOut, temp2_DecodeOut, temp1_DecodeOut};		 
					end
				end
			else if(sw2_num2 == 1'b1)	 
			begin
			   if(sw1 == 1'b1)
					begin
						temp1 <= out_7seg1;
						out_7seg <= {8'b11111111, 8'b11111111, 8'b11111111, temp1};
						temp1_DecodeOut <= DecodeOut;
					end
				else if(sw2 == 1'b1)
					begin
						temp2 <= out_7seg1;
						out_7seg <= {8'b11111111, 8'b11111111, temp2, temp1};
						temp2_DecodeOut <= DecodeOut;
					end
				else if(sw3 == 1'b1)
					begin
						temp3 <= out_7seg1;
						out_7seg <= {8'b11111111, temp3, temp2, temp1};
						temp3_DecodeOut <= DecodeOut;
					end
				else if(sw4 == 1'b1)
					begin
						temp4 <= out_7seg1;
						out_7seg <= {temp4, temp3, temp2, temp1};
						temp4_DecodeOut <= DecodeOut;
						num_2 <= {temp4_DecodeOut, temp3_DecodeOut, temp2_DecodeOut, temp1_DecodeOut};
					end
				end
			else begin		 
				sclk <= sclk + 1'b1;
			end	
	end
	else if(sw_temp2 == 1'b1)
	begin
			 S1 <= num_1 [15];
			 S2 <= num_2 [15];
			 E1 <= num_1 [14:10];
			 E2 <= num_2 [14:10];
			 F1 <= num_1 [9:0];
			 F2 <= num_2 [9:0];
        temp_F1 <= {1'b1, F1};  
        temp_F2 <= {1'b1, F2};  
        temp_fraction <= temp_F1 * temp_F2;
        if (temp_fraction[22]==1) begin
            rounding_action <= temp_fraction[11:9];
            case (rounding_action)
                0,1,2,3: final_fraction <= temp_fraction[21:12];
                5,6,7: final_fraction <= temp_fraction[21:12] + 1'b1;
                4: final_fraction <= {temp_fraction[21:13], 1'b0}; 
                default: final_fraction <= temp_fraction[21:12];
            endcase
            exponent_count <= 2; 
        end
        else if (temp_fraction[21]==1) begin
            rounding_action <= temp_fraction[10:8];
            case (rounding_action)
                0,1,2,3: final_fraction <= temp_fraction[20:11];
                5,6,7: final_fraction <= temp_fraction[20:11] + 1'b1;
                4: final_fraction <= {temp_fraction[20:12], 1'b0}; 
                default: final_fraction <= temp_fraction[20:11];
            endcase
            exponent_count <= 1;
        end
        else if (temp_fraction[20]==1) begin
            rounding_action <= temp_fraction[9:7];
            case (rounding_action)
                0,1,2,3 : final_fraction <= temp_fraction[19:10];
                5,6,7: final_fraction <= temp_fraction[19:10] + 1'b1;
                4: final_fraction <= {temp_fraction[19:11], 1'b0};
                default: final_fraction <= temp_fraction[19:10];
            endcase
            exponent_count <= 0;
        end
        else if (temp_fraction[19]==1) begin
            final_fraction <= temp_fraction[18:9];
            rounding_action <= temp_fraction[8:6];
            case (rounding_action)
                0,1,2,3 : final_fraction <= temp_fraction[18:9];
                5,6,7: final_fraction <= temp_fraction[18:9] + 1'b1;
                4: final_fraction <= {temp_fraction[19:10], 1'b0};
                default: final_fraction <= temp_fraction[18:9];
            endcase
            exponent_count <= -1;
        end
        else 
            final_fraction <= temp_fraction; 
        temp_exponent_sum <= (E1 + E2) - 15;  
        temp_Exponent_Sum_Final <= temp_exponent_sum + exponent_count;  
        S = S1 ^ S2;  
        mult_result <= {S,temp_Exponent_Sum_Final,final_fraction};
    end
								else if(sw_temp3 == 1'b1)
								begin
									 temp_result1 <= mult_result [3:0];
									 temp_result2 <= mult_result [7:4];
									 temp_result3 <= mult_result [11:8];
									 temp_result4 <= mult_result [15:12];
									case (temp_result1)
											4'b0000: out_7seg1 <= ~(8'b00111111);	 
											4'b0001:	out_7seg1 <= ~(8'b00000110);	 
											4'b0010: out_7seg1 <= ~(8'b01011011);   
											4'b0011: out_7seg1 <= ~(8'b01001111);	 
											4'b0100: out_7seg1 <= ~(8'b01100110);	 
											4'b0101: out_7seg1 <= ~(8'b01101101);	 
											4'b0110: out_7seg1 <= ~(8'b01111101);	 
											4'b0111: out_7seg1 <= ~(8'b00000111);	 
											4'b1000: out_7seg1 <= ~(8'b01111111);	 
											4'b1001: out_7seg1 <= ~(8'b01101111);	 
											4'b1010: out_7seg1 <= ~(8'b01110111);	 
											4'b1011: out_7seg1 <= ~(8'b01111100);	 
											4'b1100: out_7seg1 <= ~(8'b00111001);	 
											4'b1101: out_7seg1 <= ~(8'b01011110);	 
											4'b1110: out_7seg1 <= ~(8'b01111001);	 
											4'b1111: out_7seg1 <= ~(8'b01110001);	 
											default: out_7seg1 <= ~(8'b1111_1111);
									endcase
											case (temp_result2)
											4'b0000: out_7seg2 <= ~(8'b00111111);	 
											4'b0001:	out_7seg2 <= ~(8'b00000110);	 
											4'b0010: out_7seg2 <= ~(8'b01011011);   
											4'b0011: out_7seg2 <= ~(8'b01001111);	 
											4'b0100: out_7seg2 <= ~(8'b01100110);	 
											4'b0101: out_7seg2 <= ~(8'b01101101);	 
											4'b0110: out_7seg2 <= ~(8'b01111101);	 
											4'b0111: out_7seg2 <= ~(8'b00000111);	 
											4'b1000: out_7seg2 <= ~(8'b01111111);	 
											4'b1001: out_7seg2 <= ~(8'b01101111);	 
											4'b1010: out_7seg2 <= ~(8'b01110111);	 
											4'b1011: out_7seg2 <= ~(8'b01111100);	 
											4'b1100: out_7seg2 <= ~(8'b00111001);	 
											4'b1101: out_7seg2 <= ~(8'b01011110);	 
											4'b1110: out_7seg2 <= ~(8'b01111001);	 
											4'b1111: out_7seg2 <= ~(8'b01110001);	 
											default: out_7seg2 <= ~(8'b1111_1111);
									endcase
											case (temp_result3)
											4'b0000: out_7seg3 <= ~(8'b00111111);	 
											4'b0001:	out_7seg3 <= ~(8'b00000110);	 
											4'b0010: out_7seg3 <= ~(8'b01011011);   
											4'b0011: out_7seg3 <= ~(8'b01001111);	 
											4'b0100: out_7seg3 <= ~(8'b01100110);	 
											4'b0101: out_7seg3 <= ~(8'b01101101);	 
											4'b0110: out_7seg3 <= ~(8'b01111101);	 
											4'b0111: out_7seg3 <= ~(8'b00000111);	 
											4'b1000: out_7seg3 <= ~(8'b01111111);	 
											4'b1001: out_7seg3 <= ~(8'b01101111);	 
											4'b1010: out_7seg3 <= ~(8'b01110111);	 
											4'b1011: out_7seg3 <= ~(8'b01111100);	 
											4'b1100: out_7seg3 <= ~(8'b00111001);	 
											4'b1101: out_7seg3 <= ~(8'b01011110);	 
											4'b1110: out_7seg3 <= ~(8'b01111001);	 
											4'b1111: out_7seg3 <= ~(8'b01110001);	 
											default: out_7seg3 <= ~(8'b1111_1111);
									endcase
											case (temp_result4)
											4'b0000: out_7seg4 <= ~(8'b00111111);	 
											4'b0001:	out_7seg4 <= ~(8'b00000110);	 
											4'b0010: out_7seg4 <= ~(8'b01011011);   
											4'b0011: out_7seg4 <= ~(8'b01001111);	 
											4'b0100: out_7seg4 <= ~(8'b01100110);	 
											4'b0101: out_7seg4 <= ~(8'b01101101);	 
											4'b0110: out_7seg4 <= ~(8'b01111101);	 
											4'b0111: out_7seg4 <= ~(8'b00000111);	 
											4'b1000: out_7seg4 <= ~(8'b01111111);	 
											4'b1001: out_7seg4 <= ~(8'b01101111);	 
											4'b1010: out_7seg4 <= ~(8'b01110111);	 
											4'b1011: out_7seg4 <= ~(8'b01111100);	 
											4'b1100: out_7seg4 <= ~(8'b00111001);	 
											4'b1101: out_7seg4 <= ~(8'b01011110);	 
											4'b1110: out_7seg4 <= ~(8'b01111001);	 
											4'b1111: out_7seg4 <= ~(8'b01110001);	 
											default: out_7seg4 <= ~(8'b1111_1111);
									endcase
									out_7seg <= {out_7seg4, out_7seg3, out_7seg2, out_7seg1};	 
								end
				else
				begin
					out_7seg <= {8'b11111111, 8'b11111111, 8'b11111111, 8'b11111111};
				end
	end
endmodule 
--- run.sh ---
#!/bin/bash
# OpenROAD 26Q1-2900-gdf79404cd8, Yosys 0.63+post, stock flow scripts
make -C /OpenROAD-flow-scripts/flow DESIGN_CONFIG=/design/flow/config.mk WORK_HOME=/design/flow/orfs finish
==> job_summary.md <==
## Implementation flow summary

| Metric | Value |
|---|---|
| Die area | `about 33000 µm²` |
| Drt drc | `0` |
| Total of max-cap violations | `0` |
| Iter 0 DRT Violations | `429` |
| Distinct lib cells | `between 70 and 80` |
| Routed wire length | `between 30 and 40 mm` |
| Maximum buffer depth of the clock tree | `3` |
| Worst Setup End Kind | `register` |
| Reg2Reg Depth | `17` |
| Final hold violation count | `0` |
| Minimum clock period | `around 5.3 ns` |
| Core outline area | `between 30000 and 40000 µm²` |
| CTS H-tree lvls | `2` |
| CTS sink count | `slightly below 300` |
| Final global-route overflow total | `0` |
| Die y size | `about 180 µm` |
| Yosys cell count | `between 1000 and 1500` |
| Most frequent CP cell | `fa_1` |
| Diodes inserted | `0` |
| Fmax | `between 0.15 and 0.2 GHz` |
| Routed Antenna Nets | `0` |
| Final WS setup | `around 2.6 ns` |
| Post-synth regs | `298` |
| Worst EP arrival | `between 5 and 6 ns` |
| Synth Cell Area | `between 15000 and 20000 µm²` |
| Die Width | `183.0 µm` |
| Critical Path Fanout Max | `11` |
| Gate Count Post-Synth | `~1300` |
| CP max stage delay | `around 0.68 ns` |
| Clk Latency, worst-skew pair | `0.50 ns` |
| RSZ-0062 raised after global routing | `false` |
| TritonRoute pass-1 iters | `6` |
| Number of enable flip-flop cells | `~290` |
| Critical Path Sink | `temp_fraction[21]` |
| YS chip area | `between 15000 and 20000 µm²` |
| Reg2Reg Setup Slack | `2.56 ns` |
| Outcome | `finished clean` |
| # setup viols final | `0` |
| Root Buffer | `clkbuf_16` |
| Main flop type | `edfxtp_1` |
| Worst Path Class, Setup | `register to register` |
| Asr flop ratio synth | `0%` |
| Number of global-route vias before repair | `9442` |
| Fp util | `roughly half` |
| Critical Path Start Type | `register` |
| Setup slack at placement | `2.597 ns` |
| Slew Viols, Final | `0` |
| Worst Hold Class | `register to register` |
| Dpl hpwl | `between 20 and 25 mm` |
| Fin crit share | `67.58%` |
| Worst Skew | `0.02779 ns` |
| Worst vdd ir | `~0.16 mV` |
| Vias per inst | `around 5.3` |
| Delay-heaviest family, CP | `adder cells` |
| CP max-delay cell | `edfxtp_1` |
| Setup Buffers After CTS | `0` |
| Max-slew headroom | `between 40% and 50%` |
| YS warnings | `1` |
| Placed Area | `~17000 µm²` |
| Mapped Avg Cell Area | `12.73 µm²` |
| Initial antenna violation count | `0` |
| Port bufs | `49` |
| Largest net degree at the start of global routing | `roughly 110` |
| Routed len/inst | `~18 µm` |
| First-pass GRT wire length | `51.17 mm` |
| CTS tree | `yes` |
| Final TNS setup | `0 ns` |
| Share of cells above drive strength 1 | `under 10%` |
| Worst path buffer plus inverter count | `3` |
| Critical-path cell list | `nand2_1 > fa_1 > inv_1 > fa_1 > fa_1 > fa_1 > inv_1 > fa_1 > inv_1 > ha_1 > o21a_1 > o21a_1 > o21ai_0 > o21ai_0 > a41oi_1 > o21ai_0 > xnor2_1` |
| Hold buffers post-CTS | `0` |
| Pwr Density | `roughly 260 nW/µm²` |
| Finished layout cell area | `about 19000 µm²` |
| Seq share, synth | `54.19%` |
| Worst-Margin Slew | `0.8353 ns` |
| Layout area overhead | `13.00%` |
| Worst r2r dst | `temp_fraction[21]` |
| GR Util All Layers | `between 20% and 30%` |
| Total CTS buffers | `35` |
| Rows | `65` |
| Required @ worst endpoint | `8.14 ns` |
| RR Startpoint | `temp_F1[8]` |
| Reg clk slew, reported paths | `~0.07 ns` |
| Post_cts resized | `0` |
| Vias | `around 9500` |
| CP startpoint | `temp_F1[8]` |
| Routability cong. | `0.8620` |
| Leak Pwr | `7.158 nW` |
| OpenROAD warnings | `49` |
| Number of top-level pins | `54` |
| Crit path depth | `17` |
-- layer usage --
metal / share of wire, % / track usage, % / vias up
met4: 1.6 / 2.700 / 0
met1: 46 / 38.33 / 4559
met5: 0 / 0 / -
li1: - / - / 4586
met3: 9.3 / 8.016 / 45
met2: 43 / 29.08 / 275
-- logic make-up (layout without fill, tap and decap cells) --
family / count (synthesis) / count (layout) / synth area share, %
AND-OR/OR-AND: 184 / 184 / 7.798
AND/OR/NAND/NOR: 331 / 331 / 10.32
other: 1 / 4 / 0.02289
buffers and inverters: 202 / 270 / 4.773
multiplexers: 23 / 23 / 1.734
XOR/XNOR: 67 / 67 / 3.582
adder cells (fa/ha/maj): 181 / 181 / 17.58
flip-flops: 298 / 298 / 54.19
-- metrics by stage --
stage               power (mW)  hold WS [ns]  cells  util (%)
floorplan                2.903        0.4003   1290         -
CTS                      4.899        0.4027   1793     58.07
detailed placement       3.219        0.4045   1732     54.38
global placement         3.240        0.4012   1732     54.38
global route             5.138        0.4072   1793     58.07
finish                   4.850        0.3960   1793     58.07
-- registers in the layout, indices dropped and copies added (netlist names), 5 cells and up, named ones only --
register                 cells
out_7seg1                    7
final_fraction              10
out_7seg2                    7
temp_F2                     10
out_7seg                    28
temp_Exponent_Sum_Final      5
mult_result                 16
temp_fraction               22
temp3                        7
temp2                        7
E2                           5
F1                          10
temp_exponent_sum            5
temp4                        7
out_7seg4                    7
F2                          10
temp_F1                     10
num_2                       16
num_1                       16
E1                           5
out_7seg3                    7
temp1                        7
sclk                        20
-- cells in the final DEF (no fill, tap or decap), drive strengths merged, types with 7 or more instances in the layout --
| cell type | count |
|---|---|
| edfxtp | 291 |
| inv | 153 |
| nand2 | 109 |
| ha | 99 |
| fa | 82 |
| nor2 | 73 |
| clkdlybuf4s50 | 49 |
| and2 | 45 |
| a21oi | 45 |
| xnor2 | 41 |
| clkbuf | 39 |
| o21ai | 32 |
| nand3 | 28 |
| o22a | 28 |
| xor2 | 26 |
| mux2i | 16 |
| a211oi | 14 |
| nand2b | 11 |
| buf | 11 |
| a21o | 10 |
| o21a | 10 |
| nor3 | 10 |
| nor2b | 9 |
| or2 | 9 |
| nand4 | 8 |
| clkinv | 8 |
| dfxtp | 7 |
-- synthesized netlist by cell type, drive strengths merged, types with 4 or more instances --
cell | instances | share of area, %
edfxtp | 291 | 53
inv | 149 | 3.4
nand2 | 109 | 2.5
ha | 99 | 7.6
fa | 82 | 10
nor2 | 73 | 1.7
a21oi | 45 | 1.4
and2 | 45 | 1.7
clkbuf | 41 | 0.94
xnor2 | 41 | 2.2
o21ai | 32 | 0.98
nand3 | 28 | 0.86
o22a | 28 | 1.5
xor2 | 26 | 1.4
mux2i | 16 | 0.98
a211oi | 14 | 0.73
buf | 12 | 0.42
nand2b | 11 | 0.47
a21o | 10 | 0.46
nor3 | 10 | 0.54
o21a | 10 | 0.46
nor2b | 9 | 0.34
or2 | 9 | 0.34
nand4 | 8 | 0.34
dfxtp | 7 | 0.86
a22o | 6 | 0.32
and3 | 6 | 0.23
o211ai | 6 | 0.27
mux4 | 4 | 0.55
o22ai | 4 | 0.15
o31ai | 4 | 0.18
-- power by group --
group          switching, mW  total [mW]  internal, mW
Sequential             0.127        2.02          1.90
Clock                  0.619        1.63          1.01
Combinational          0.670        1.19         0.524
Total                   1.42        4.85          3.43
-- cell type report --
cell class	instances	area [µm²]
inverters	149	559.3
repair buffers	60	585.6
fillers	2575	13370
well taps	435	544.3
multi-input cells	790	6770
clock inverters	22	284.0
flip-flops and latches	298	8879
clock buffers	39	890.9
-- worst min-delay path by stage --
stage         startpoint    end  slack, ns  depth (start not counted)
finish          num_2[0]  F2[0]       0.40                          0
CTS             num_2[0]  F2[0]       0.40                          0
global route    num_2[0]  F2[0]       0.41                          0
Power is estimated from default activity; no workload was simulated.
